--- design/flow/design.v ---
`timescale 1ns / 1ps
module ser2par
 #(parameter DWIDTH = 16,
   parameter DDWIDTH = 32,
	parameter L = 160,
	parameter L_LOG = 8,
	parameter M = 147,
	parameter M_LOG = 8,
	parameter CWIDTH = 4*L,
	parameter NR_STREAMS = 16,
    parameter NR_STREAMS_LOG = 4)
  (input clk,
   input rst,
	output req_in,
	input ack_in,
	input [0:DWIDTH-1] data_in,
	output req_out,
	input ack_out,
	output [0:DDWIDTH-1] data_out);
    reg req_out_buf;
    assign req_out = req_out_buf;
    reg req_in_buf;
    assign req_in = req_in_buf;
    reg signed [0:DWIDTH-1] sum [0:1];
	reg [0:2] idx;
    assign data_out = {sum[0], sum[1]};
    always @(posedge clk) begin
        if (rst) begin
            req_in_buf <= 0;
            req_out_buf <= 0;
            sum[0] <= 0;	
				sum[1] <= 0;	
            idx <= 0;			
        end
        else begin
            if (req_in && ack_in) begin
                sum[idx] <= data_in[0:DWIDTH-1];					
                if (idx == 1) begin
						  req_out_buf <= 1;
						  idx <= 0;
					end else begin								  
							idx <= 1;	
							req_out_buf <= 0;
					end  
            end			   				
				if (req_in && !ack_in) begin              
               req_out_buf <= 0;
            end 
            if (req_out && ack_out) begin                  		
				   req_in_buf <= 1;                
            end 
            if (req_out && !ack_out) begin                			                  
				   req_in_buf <= 0;
            end 			            			  
            if (!req_in && !ack_in && !req_out && !ack_out) begin                		
              req_in_buf <= 1;					
            end
        end
    end
endmodule
--- design/flow/run.sh ---
#!/bin/bash
# OpenROAD 26Q1-2900-gdf79404cd8, Yosys 0.63+post, stock flow scripts
make -C /OpenROAD-flow-scripts/flow DESIGN_CONFIG=/design/flow/config.mk WORK_HOME=/design/flow/orfs finish
--- design/flow/config.mk ---
export PLATFORM = sky130hd
export DESIGN_NAME = ser2par
export DESIGN_NICKNAME = ser2par
export VERILOG_FILES = /design/flow/design.v
export SDC_FILE = /design/flow/constraint.sdc
export NUM_CORES = 4
export LEC_CHECK = 1
export CORE_AREA = 10 10 110 110
export DIE_AREA = 0 0 120 120
--- design/flow/constraint.sdc ---
current_design ser2par

set clk_period 4.7
set clk_io_pct 0.2

create_clock -name clk0 -period $clk_period [get_ports {clk}]

set non_clock_inputs [all_inputs -no_clocks]
set_input_delay [expr $clk_period * $clk_io_pct] -clock clk0 $non_clock_inputs
set_output_delay [expr $clk_period * $clk_io_pct] -clock clk0 [all_outputs]
==> flow_summary.toml <==
# implementation run metrics
[run_status]
run_status = "finished, final reports clean"

[detailed_routing]
vias_per_cell = 3.221
first_iter_violations = 20
wirelength_um = 3630
drt-wirelength-per-cell_um = 13.15
ant_nets = 0
antennaDiodeCount = 0
drc = 0
vias = 889
dr.pass1.iters = 3

[sta]
hold_slack_ns = 0.5070
fmax_mhz = 449.5
slew_violations = 0
finalWorstSetupSlack_ns = 2.475
period_used_pct = 47.33
setup_viol = 0
clock-skew-final_ns = 0.004127
tightest_slew_ns = 0.7018
max_slew_margin_pct = 53.21
tns_ns = 0
rsz0062_at_grt = "no"
final_hold_viol_count = 0
fin_crit_ns = 2.225

[global_route]
overflow = 0
first_global_vias = 898
grt_start_max_net_pins = 34
grt.total_usage_pct = 4.707
antenna_found_initial = 0
grt_pass1_wl_um = 5250

[cts]
numCtsBuffers = 5
post-cts-setup-buffer-count = 0
ctsRootBufferMaster = "clkbuf_8"
htreeDepth = 2
cts_buffer_depth = 2
cts_tree = "done"
postCtsHoldBufs = 0
path_clk_slew_ns = 0.07
clk_latency_ns = 0.28
cts_num_sinks = 35
ctsResizeCount = 0

[worst_setup_path]
reg2reg_to = "sum[1][5]"
critPathKind = "input port to flip-flop"
start_kind = "input port"
crit_fanout = 16
worst_ep_arrival_time_ns = 2.14
reg2reg_slack_ns = 2.71
path_cells = "clkdlybuf4s50_1, a21o_1"
worst_path_max_delay_cell = "clkdlybuf4s50_1"
cp-end-kind = "flip-flop"
critPathBufInv = 1
cpLargestDelayFamily = "buffers and inverters"
crit-reg2reg-launch = "req_in_buf"
crit_required_ns = 4.61
slowest_delay_ns = 0.61
worst_r2r_path_depth = 2

[power]
swShare_pct = 19.66
p_comb_share_pct = 9.4
clkPwrFrac_pct = 38.3
seq_power_share_pct = 52.3
leakage_nw = 0.8604
power.density_nw_per_um2 = 319.7
switchingPower_uw = 135.0
p_int_uw = 551.5
ir_worst_vdd_mv = 0.1376

[synthesis]
synth-main-ff-cell = "edfxtp_1"
top_area_share_pct = 68.63
syn_avg_cell_area_um2 = 16.09
yosys.cell_types.count = 20
edf_count = 32
yosys_area_um2 = 1400
ys.flops = 35
postSynthSeqShare_pct = 72.92
async_flop_share_pct = 0
most_common_cell = "edfxtp_1"
ys_cells = 87
ys_warn_count = 1
top_cells_by_area = "edfxtp_1, and3_1, dfxtp_1, and3_2, buf_6"
synthCells = 87
syn_area_um2 = 1400
top_area_cell = "edfxtp_1"
common_cells = "edfxtp_1, and3_1, and3_2, buf_6, dfxtp_1"

[cells_and_area]
final_core_util_pct = 21.97
num-fill-cells = 1033
drive_gt1_share_pct = 13.99
synthToLayoutAreaGrowth_pct = 53.35

[floorplan]
die_h_um = 120
die-area_um2 = 14400
fp_util_pct = 14.32
ios = 54
die_w_um = 120
rows = 36
fp.coreArea_um2 = 9774

[hold_path]
min_from = "req_out_buf"
hold_path_depth = 1
hold_path_class = "flip-flop to flip-flop"
min_to = "req_in_buf"

[place]
post-place-ws_ns = 2.143
port_buffers = 53
hpwl_um = 2716
gp_congestion = 0.7198

[flow_run]
openroad.warnings = 25
drv_cap = 0
==> cell families (layout without fill, tap and decap cells) <==
group	after synthesis	count (layout)	share of synthesized area [%]
DFF	35	35	72.92
buffers and inverters	7	63	4.914
AOI/OAI and AO/OA	5	5	2.770
and+or+nand+nor	40	40	19.39
==> power by group through the flow <==
stage	sequential, mW	combinational (mW)	clock, mW
final	0.359	0.0644	0.263
after global routing	0.360	0.0710	0.280
after CTS	0.359	0.0675	0.275
==> through the flow <==
stage	cells	cell area [um2]	power, mW
after detailed placement	268	2039	0.4337
after global routing	276	2147	0.7117
after global placement	268	2039	0.4328
after floorplan	87	1400	0.3809
final	276	2147	0.6864
after CTS	276	2147	0.7015
==> layout by cell type, fill, tap and decap left out, types with 2 or more instances in the layout <==
| master | netlist | layout |
|---|---|---|
| a21o_1 | 2 | 2 |
| edfxtp_1 | 32 | 32 |
| and3_1 | 24 | 24 |
| dfxtp_1 | 3 | 3 |
| and3_2 | 8 | 8 |
| clkbuf_8 | 0 | 5 |
| clkdlybuf4s50_1 | 0 | 53 |
==> sequential cells by signal (all words and copies together), names as in the netlist <==
name / count
sum: 32
idx: 1
req_in_buf: 1
req_out_buf: 1
==> worst max path at each step <==
stage / cells after the start / from / slack [ns] / end
after CTS: 2 / rst / 2.44 / sum[1][6]
after global routing: 2 / rst / 2.41 / sum[1][2]
final: 2 / rst / 2.48 / sum[1][5]
==> layer usage <==
layer	vias up	share of wire, %	track usage [%]
met2	30	50	8.253
li1	437	-	-
met3	5	8.2	1.904
met5	-	0	0
met4	0	2.1	0.9050
met1	417	39	5.313
==> final cells by class <==
cell class	count	area (um2)	area share, %
sequential	35	1021	47.55
timing repair buffer	54	538.0	25.06
multi-input combinational	45	310.3	14.45
tap	133	166.4	7.751
clock buffer	5	68.82	3.205
clock inverter	3	38.79	1.807
inverter	1	3.754	0.1748
Power is estimated from default activity; no workload was simulated.
