$ cat flow/config.mk
export PLATFORM = sky130hd
export DESIGN_NAME = firwrapper
export DESIGN_NICKNAME = firwrapper
export VERILOG_FILES = /design/flow/design.v
export SDC_FILE = /design/flow/constraint.sdc
export NUM_CORES = 4
export LEC_CHECK = 1
export CORE_AREA = 10 10 98 98
export DIE_AREA = 0 0 108 108
$ cat flow/constraint.sdc
current_design firwrapper

set clk_period 2.1
set clk_io_pct 0.2

create_clock -name clk0 -period $clk_period [get_ports {clk}]

set non_clock_inputs [all_inputs -no_clocks]
set_input_delay [expr $clk_period * $clk_io_pct] -clock clk0 $non_clock_inputs
set_output_delay [expr $clk_period * $clk_io_pct] -clock clk0 [all_outputs]
$ cat flow/design.v
`timescale 1ns / 1ps
module filter #(parameter NR_STAGES = 32,
                parameter DWIDTH = 16,
                parameter DDWIDTH = 2*DWIDTH,
                parameter CWIDTH = NR_STAGES * DWIDTH)
               (input  clk,
                input  rst,
                output req_in,
                input  ack_in,
                input  [0:DDWIDTH-1] data_in,
                output req_out,
                input  ack_out,
                output [0:DDWIDTH-1] data_out,
                input  [0:CWIDTH-1] h_in);
    reg req_out_buf;
    assign req_out = req_out_buf;
    reg req_in_buf;
    assign req_in = req_in_buf;
    wire signed [0:DWIDTH-1] a0, a1;
    assign {a0, a1} = data_in;
    reg signed [0:DWIDTH-1] b0, b1;
    assign data_out = {b0, b1};
    always @(posedge clk) begin
        if (rst) begin
            req_in_buf <= 0;
            req_out_buf <= 0;
            b0 <= 0;
            b1 <= 0;
        end
        else begin
            if (req_in && ack_in) begin
                b0 <= a0;
                b1 <= a1;
                req_in_buf <= 0;
                req_out_buf <= 1;
            end
            if (req_out && ack_out) begin
                req_out_buf <= 0;
            end
            if (!req_in && !req_out && !ack_in && !ack_out) begin   
                req_in_buf <= 1;
            end
        end
    end
endmodule
`timescale 1ns / 1ps
module firwrapper #(
    parameter NR_STAGES = 32,
    parameter DWIDTH = 16,
    parameter CWIDTH = NR_STAGES * DWIDTH,
    parameter DDWIDTH = 2 * DWIDTH) (
		input  clk,
                input  rst,
                output req_in,
                input  ack_in,
                input  [0:DDWIDTH-1] data_in,
                output req_out,
                input  ack_out,
                output [0:DDWIDTH-1] data_out,
					 input h,
					 input h_enabled);
	reg [0:CWIDTH-1] h_in;
	filter #(NR_STAGES, DWIDTH, DDWIDTH, CWIDTH) firfilter
		  (clk,
                   rst,
                   req_in,
                   ack_in,
                   data_in,
                   req_out,
                   ack_out,
                   data_out,
			h_in);
    generate
        genvar i;
        for (i = CWIDTH-1; i > 4; i = i - 4) begin : coef_delayline
	 	 	 always @(posedge clk) begin
		 	 	  if (h_enabled) begin
					 	 h_in[i]   <= h_in[i-1];
					 	 h_in[i-1] <= h_in[i-2];
					 	 h_in[i-2] <= h_in[i-3];
					 	 h_in[i-3] <= h_in[i-4];
		  	 	  end
	 	 	  end
        end
    endgenerate
	 always @(posedge clk) begin
	 	 if (h_enabled) begin
		 	 h_in[0] <= h;
		 	 h_in[1] <= h_in[0];
		 	 h_in[2] <= h_in[1];
		 	 h_in[3] <= h_in[2];
	 	 end
	 end
endmodule
$ cat flow/run.sh
#!/bin/bash
# OpenROAD 26Q1-2900-gdf79404cd8, Yosys 0.63+post, stock flow scripts
make -C /OpenROAD-flow-scripts/flow DESIGN_CONFIG=/design/flow/config.mk WORK_HOME=/design/flow/orfs finish
==> impl_metrics.ini <==
; generated from flow reports
[outcome]
status = finished, final reports clean

[clock_network]
cts.repair.resized = 0
clk_pin_slew_worst_paths_ps = 70
cts-buffers-inserted = 5
numClockSinks = 34
cts.repair_timing.setup_buffer_count = 0
clock_tree.htree_level_count = 2
clock_tree_from_tritoncts = yes
clock_latency_ps = 280
cts-root-buf = clkbuf_8
cts_max_path_buffers = 2
ctsHoldBuffers = 0

[die]
floorplan.rows = 32
die_h_um = 108
io_pins = 72
dieArea_sq_mm = 0.01166
die_width_um = 108
std_cell_core_area_sq_mm = 0.007647
initial_core_util_pct = 19.21

[worst_setup_path]
critPathKind = flop to output pin
reg2regPathDepth = 3
critical_path.slowest_cell = clkdlybuf4s50_1
worst-endpoint-arrival_ps = 1160
critPathMaxFanout = 4
endpoint_kind = output pin
cp_cell_sequence = clkdlybuf4s50_1
worst_r2r_endpoint = firfilter.b1[4]
critical_path.startpoint = firfilter.req_out_buf
crit-reg2reg-launch = firfilter.req_in_buf
worst-endpoint-required_ps = 1680
worstPathBufferInverterCount = 1
crit_family = buffers and inverters
critical_path.max_stage_delay_ps = 500
start_kind = flop
timing.reg2reg.setup_slack_ps = 820

[synth]
postSynthSeqShare_pct = 46.34
synth-area-yosys_sq_mm = 0.001469
synth.yosys.warnings = 2
ys.flops = 34
synth_cells = 153
synth.distinct_cells = 14
yosysCellCount = 153
synth_area_per_cell_sq_um = 9.601
synthesis.area_sq_mm = 0.001469

[routing]
detail_route.wl_per_cell_um = 13.03
detail_route.iter0.violations = 54
number_of_vias_per_cell_after_detailed_routing = 4.092
dr.pass1.iters = 4
route.antenna.remaining_nets = 0
drt-total-wl_um = 4119
antenna_cells = 0
remaining_drc_errors = 0
dr_total_vias = 1293

[worst_hold_path]
hold_path.startpoint = firfilter.req_out_buf
hold_path_class = flop to flop
min_delay_path_depth = 2
whs_endpoint = firfilter.req_out_buf

[final_layout]
synthToLayoutAreaGrowth_pct = 55.45
drive_above_1_share_pct = 17.76
n_fill_cell = 803

[timing]
final.period_utilization_pct = 75.19
period_needed_ps = 1579
clock.fmax_ghz = 0.6334
grt_setup_unrepaired = false
max_slew_margin_pct = 57.76
finalHoldWorstSlack_ps = 504.5
final.setup_skew_ps = 6.632
final-hold-violation-count = 0
final.setup.tns_ps = 0
final-max-slew-violation-count = 0
setup_viol_count_final = 0
max_slew.worst_pin.slew_ps = 633.5

[power]
total_leakage_power_nw = 0.7833
vdd_drop_max_mv = 0.2031
power.density_mw_per_mm2 = 572.5

[global_route]
vias_in_the_first_global_route = 1232
grt_first_pass_wirelength_um = 6541
grt_overflow_total = 0
antenna_violations_before_repair = 0
grt_start_max_net_pins = 67
gr-usage-all-layers_pct = 6.845

[flow_run]
warning_count = 27
max_cap_violations = 0

[placed_design]
port-buffer-count = 69
place.detailed.hpwl_um = 2791
final_weighted_congestion_of_routability_driven_global_placement = 0.6777
sequential cells by signal (all words and copies together), names as in the netlist:
signal                 count
firfilter.b0              16
firfilter.b1              16
firfilter.req_in_buf       1
firfilter.req_out_buf      1
final cells by class:
class	instances	area, sq um	area share, %
Timing Repair Buffer	72	720.7	31.56
Sequential cell	34	681.9	29.86
Multi-Input combinational cell	101	674.4	29.53
Tap cell	102	127.6	5.589
Clock buffer	5	68.82	3.014
Clock inverter	2	10.01	0.4384
metal layers:
layer / wire (um) / GRT usage (%)
met4: 16 / 0.7634
met1: 1897 / 9.524
met3: 482 / 3.735
met5: 0 / 0
met2: 1722 / 9.440
placed cells by master (no fill, tap or decap), types with 2 or more instances in the layout:
cell	n
dfxtp_1	33
nand3_1	32
a21bo_2	25
clkbuf_8	5
a21bo_1	7
a21oi_1	33
clkinv_2	2
clkdlybuf4s50_1	68
buf_4	2
cell families (layout without fill, tap and decap cells):
family / Yosys count / count (layout) / share of synthesized area, %
DFF: 34 / 34 / 46.34
AOI/OAI and AO/OA: 66 / 66 / 33.73
and+or+nand+nor: 35 / 35 / 12.18
buffers and inverters: 18 / 79 / 7.751
Yosys cell counts:
cell type / instances / area (sq um)
nand3_1: 32 / 160.2
nor3_1: 1 / 5.000
dfxtp_1: 34 / 680.7
a21bo_2: 25 / 250.2
buf_1: 1 / 3.750
clkbuf_1: 5 / 18.77
o21ba_2: 1 / 10.01
buf_4: 5 / 37.54
nand3b_1: 1 / 7.510
a21bo_1: 7 / 70.07
a21oi_1: 33 / 165.2
buf_2: 4 / 20.02
buf_6: 3 / 33.78
nand2b_1: 1 / 6.260
through the flow:
stage	std cells	util [%]	setup slack (ps)	power [W]	area, sq um
floorplan	153	-	1080	0.0007588	1469
global placement	309	28.83	623.9	0.0008642	2205
detailed placement	309	28.83	621.7	0.0008651	2205
CTS	316	29.86	497.2	0.001353	2283
global route	316	29.86	443.6	0.001402	2283
finish	316	29.86	521.1	0.001307	2283
worst max path at each step:
stage | endpoint | slack, ps | cells past startpoint
CTS | req_out | 500 | 1
global route | req_out | 440 | 1
finish | req_out | 520 | 1
power breakdown:
part	switching, W	internal, W	leakage, nW
sequential	0.00000673	0.000661	0.276
combinational	0.0000680	0.000111	0.464
clock	0.000238	0.000223	0.0438
No activity file was given, so power comes from the tool's default toggle rates.
